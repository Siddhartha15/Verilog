`/design/flow/design.v`:
```
module decoder(
	binary_in   ,  
	decoder_out ,  
	enable         
	);
input [3:0] binary_in  ;
input  enable ; 
output [15:0] decoder_out ; 
wire [15:0] decoder_out ; 
assign decoder_out = (enable) ? (1 << binary_in) : 16'b0 ;
endmodule
```
`/design/flow/run.sh`:
```
#!/bin/bash
# OpenROAD 26Q1-2900-gdf79404cd8, Yosys 0.63+post, stock flow scripts
make -C /OpenROAD-flow-scripts/flow DESIGN_CONFIG=/design/flow/config.mk WORK_HOME=/design/flow/orfs finish
```
`/design/flow/config.mk`:
```
export PLATFORM = sky130hd
export DESIGN_NAME = decoder
export DESIGN_NICKNAME = decoder
export VERILOG_FILES = /design/flow/design.v
export SDC_FILE = /design/flow/constraint.sdc
export NUM_CORES = 4
export LEC_CHECK = 1
export CORE_AREA = 10 10 70 70
export DIE_AREA = 0 0 80 80
```
`/design/flow/constraint.sdc`:
```
current_design decoder

set clk_period 1.2
set clk_io_pct 0.2

create_clock -name clk0 -period $clk_period

set non_clock_inputs [all_inputs -no_clocks]
set_input_delay [expr $clk_period * $clk_io_pct] -clock clk0 $non_clock_inputs
set_output_delay [expr $clk_period * $clk_io_pct] -clock clk0 [all_outputs]
```
==> results.cfg <==
; implementation run metrics
[run_status]
status = finished with violations
violations = negative setup slack

[sta]
finalSetupTns_ns = -0.322
fin_crit_ns = 1.32
fin_ws_ns = -0.124
finalMaxSlewViolations = 0
worst_pin_slew_ns = 0.184
grt_setup_unrepaired = true
period_used_pct = 110
hold_viol_final = 0
report.final.setup_viol = 4
relSlewSlack_pct = 87.7
holdWs_ns = 0.843
max_freq_mhz = 755

[die]
num_io_pins = 21
die-area_mm2 = 0.00640
dieHeight_um = 80
fp-utilization_pct = 3.52
num_rows = 21
dieWidth_um = 80
core-area_mm2 = 0.00342

[yosys]
synth_cells = 23
adder_share_pct = 0
ys_chip_area_um2 = 120
muxShareOfSynthArea_pct = 0
ys_cells = 23
synth_area_um2 = 120
synthTopCellsByCount = 11 x nor2_1, 3 x nor3_1, 2 x nand2b_1, 2 x nand3b_1
synth-compound-area-share_pct = 0
yosysSeqAreaShare_pct = 0
yosysTopAreaCellShare_pct = 34.4
most_common_cell = nor2_1
synthTopLogicFamily = simple AND/OR/NAND/NOR gates
ys_sh_xor_pct = 0
avgSynthCellArea_um2 = 5.22
yosys_warnings = 0
synth_cell_type_count = 9
area_leaders = nor2_1 34%, nor3_1 13%, nand3b_1 13%
yosys.area_share.simple_pct = 100
largest_area_cell = nor2_1

[layout]
ff_count = 0
n_clock_buffer = 0
seqCellArea_um2 = 0
comb_area_um2 = 200
fillers = 388
drive_above_1_share_pct = 84.2
syn2layout_area_growth_pct = 342
final_area_um2 = 531

[global_route]
track_usage_pct = 2.89
antenna_found_initial = 0
first_global_vias = 276
grt_pass1_wl_mm = 1.46
grt_max_degree = 5
grt.overflow.total = 0

[power_and_ir_drop]
irDropWorstVdd_mv = 0.0389
swShare_pct = 43.1
p_comb_share_pct = 100.0
p_switching_uw = 50.4
power.leakage_uw = 0.000247
power.internal_uw = 66.5
seqPwrFrac_pct = 0
total_power_uw = 117
p_clk_share_pct = 0
power_density_mw_per_mm2 = 220

[setup_path]
cp_data_required_time_ns = 0.96
crit_family = simple AND/OR/NAND/NOR gates
slowest_stage = or3b_4
crit_path_end_kind = output port
cp.arrival_ns = 1.08
path_cells = buf_8 > or3b_4 > buf_6 > nor3_2 > buf_2
crit_fanout = 4
critPathKind = input port to output port
critical_path_buf_inv_count = 3
start_kind = input port
worst_path_largest_cell_delay_ns = 0.41

[run]
openroad.warnings = 34
max-cap-violations = 0

[drt]
n_antenna_cell = 0
routed_wl_mm = 1.06
initialDrtViolationCount = 1
drcViolationCount = 0
routedWlPerCell_um = 10.3
vias = 294
viasPerCell = 2.85
antenna_left = 0
first_pass_iters = 2

[placement]
portBuffers = 21
globalplace.congestion = 0.709
postPlaceCellArea_um2 = 410
place_worst_setup_slack_ns = -0.793
hpwlAfterDp_um = 824

[worst_hold_path]
hp-class = input port to output port
## final timing paths
kind	start	to	slack [ns]	cells past startpoint
hold / removal	binary_in[2]	decoder_out[8]	0.84	4
setup / recovery	binary_in[1]	decoder_out[0]	-0.12	5
## metal layers
layer | GRT usage, % | vias up | wire [um]
met5 | 0 | - | 0
met4 | 0 | 0 | 0
met3 | 0.909 | 0 | 100
met2 | 5.78 | 11 | 551
met1 | 2.97 | 137 | 408
li1 | - | 146 | -
## cells in the final DEF (no fill, tap or decap)
cell / instances
nor2_1: 3
nor2_4: 3
nor2_2: 6
dlygate4sd2_1: 4
nand2_2: 1
nor3_2: 4
or3b_4: 1
nand2b_4: 2
buf_4: 7
buf_6: 8
buf_2: 13
nand3b_1: 2
nand3_4: 1
buf_8: 2
## logic make-up after synthesis
family           count (synthesis)
and+or+nand+nor                 23
## per-stage QoR
step,instances,util (%)
3_5_place_dp,93,12.0
2_1_floorplan,23,-
5_1_grt,103,15.5
6_report,103,15.5
3_3_place_gp,93,12.0
4_1_cts,102,14.3
## area by class of cell
type               instances  share of cell area [%]
multi-input cells         23                    37.7
repair buffers            34                    51.4
well taps                 46                    10.8
## power by group through the flow
stage / combinational (uW) / sequential [uW] / clock (uW)
6_report: 117 / 0 / 0
5_1_grt: 125 / 0 / 0
4_1_cts: 104 / 0 / 0
## timing repair
action / CTS / global route
pin swaps: 13 / 7
resized: 85 / 10
hold buffers: 0 / 0
endpoints found under the hold margin: 0 / 0
buffers inserted: 9 / 1
setup endpoints to repair: 16 / 12
No activity file was given, so power comes from the tool's default toggle rates.
