==> design.v <==
module DFF(d,reset,clk,q);
input [31:0] d;
input reset,clk;
output reg [31:0] q;
always @(posedge clk) begin
        if(reset) begin
        q<=32'h00000000;
        end
        else begin
        q<=d;
        end
end
endmodule
==> run.sh <==
#!/bin/bash
# OpenROAD 26Q1-2900-gdf79404cd8, Yosys 0.63+post, stock flow scripts
make -C /OpenROAD-flow-scripts/flow DESIGN_CONFIG=/design/flow/config.mk WORK_HOME=/design/flow/orfs finish
==> config.mk <==
export PLATFORM = sky130hd
export DESIGN_NAME = DFF
export DESIGN_NICKNAME = DFF
export VERILOG_FILES = /design/flow/design.v
export SDC_FILE = /design/flow/constraint.sdc
export NUM_CORES = 4
export LEC_CHECK = 1
export CORE_AREA = 10 10 102 102
export DIE_AREA = 0 0 112 112
==> constraint.sdc <==
current_design DFF

set clk_period 1.0
set clk_io_pct 0.2

create_clock -name clk0 -period $clk_period [get_ports {clk}]

set non_clock_inputs [all_inputs -no_clocks]
set_input_delay [expr $clk_period * $clk_io_pct] -clock clk0 $non_clock_inputs
set_output_delay [expr $clk_period * $clk_io_pct] -clock clk0 [all_outputs]
==> results_dict.tcl <==
# implementation run metrics
set metrics [dict create \
    dr.first_iter.drc_count 10 \
    holdPathStages 2 \
    wl_per_cell_microns 11.07 \
    reg_top3 "q (32)" \
    warnings 25 \
    critPathTopFamily "flip-flops" \
    post-cts-setup-buffers 0 \
    p_sw_share_pct 19.55 \
    ctsResizeCount 68 \
    critical_path_class "flip-flop to primary output" \
    hold_end "q[16]$_SDFF_PP0_" \
    cts_hold_buf 0 \
    slowest_delay_ns 0.31 \
    ys_seq_share_pct 74.20 \
    flop_area_sq_um 660.6 \
    synth-edff-count 0 \
    p_int_mw 2.295 \
    ys_warn_count 1 \
    antenna_cells 0 \
    maxCapViolCount 0 \
    endpoint_kind "primary output" \
    syn_avg_cell_area_sq_um 12.89 \
    grt_pass1_wl_mm 4.140 \
    pwr-share-comb_pct 9.2 \
    arrival_ns 0.76 \
    required_ns 0.80 \
    grt_overflow_total 0 \
    seqPwrFrac_pct 47.9 \
    drc 0 \
    drive_above_1_share_pct 30.43 \
    hold_viol_final 0 \
    crit_chain "clkdlybuf4s15_1" \
    fmax_ghz 1.044 \
    synthFlopType "dfxtp_1" \
    syn_inst 67 \
    min_from "d[16]" \
    io_pins 66 \
    gp_congestion 0.6729 \
    grtUsageTotal_pct 4.079 \
    place_hpwl_mm 2.136 \
    core_area_sq_mm 0.008217 \
    yosysUniqueCellTypes 3 \
    grt_pass1_vias 726 \
    top_area_share_pct 74.20 \
    status "completed" \
    cts_tree "yes" \
    largest_reg_flops 32 \
    top_area_cell "dfxtp_1" \
    viasPerCell 2.790 \
    die-height_microns 112 \
    top_cells_by_count "dfxtp_1, nor2b_1, buf_4" \
    worst_slack_ns 0.04222 \
    clk_pin_slew_worst_paths_ns 0.07 \
    top_register "q" \
    layoutNonFillerInstCount 243 \
    period_needed_ns 0.9578 \
    p_clk_share_pct 42.9 \
    relSlewSlack_pct 90.36 \
    cp_num_buf_inv 1 \
    fp.dieW_microns 112 \
    fp_util_pct 10.51 \
    cts.sinks 32 \
    port_buffers 65 \
    area_leaders "dfxtp_1, nor2b_1, buf_4" \
    num_vias 678 \
    final_antenna_net_count 0 \
    post-place-ws_ns -0.1118 \
    cts_root_buf "clkbuf_8" \
    p_switching_mw 0.5577 \
    die_area_sq_mm 0.01254 \
    drt-total-wl_mm 2.690 \
    final-comb-area_sq_um 200.2 \
    post-route-util_pct 20.45 \
    crit_fanout 1 \
    power.density_mw_per_mm2 1698 \
    cts_max_level 2 \
    grt_max_degree 33 \
    fill_cells 888 \
    synth.cell_area_sq_um 863.3 \
    numCtsBuffers 5 \
    fin_crit_sh_pct 95.78 \
    async_flop_share_pct 0 \
    antenna_found_initial 0 \
    startpoint_type "flip-flop" \
    yosys_cells 67 \
    synth_chip_area_sq_um 863.3 \
    synthToLayoutAreaGrowth_pct 94.64 \
    critPathSlowestCell "dfxtp_1" \
    num_rows 33 \
    leakagePower_nw 0.6783 \
    ir_worst_vdd_mv 0.5400 \
    drv_slew 0 \
    clk_path_buf_depth 2 \
    drtPass1Iterations 2 \
    dp_cells 235 \
    ys_ff 32 \
    finalSetupViolCount 0 \
    hold-worst-slack_ns 0.4606 \
    tightestPinTransition_ns 0.1446 \
    holdCritPathClass "primary input to flip-flop" \
]
[cells by family (layout without fill, tap and decap cells)]
kind of cell / Yosys count / in the layout / share of synthesized area, %
AND/OR/NAND/NOR: 32 / 32 / 23.19
buffers and inverters: 3 / 74 / 2.609
flip-flops: 32 / 32 / 74.20
[cells in the final DEF, fill, tap and decap left out]
cell | Yosys | layout
bufinv_16 | 0 | 1
dfxtp_2 | 0 | 16
clkinv_2 | 0 | 1
clkdlybuf4s15_1 | 0 | 14
nor2b_1 | 32 | 32
clkbuf_1 | 0 | 1
buf_2 | 0 | 2
clkdlybuf4s50_1 | 0 | 33
clkbuf_2 | 0 | 16
clkbuf_8 | 0 | 5
buf_12 | 0 | 1
dfxtp_1 | 32 | 16
[how the worst max path moves through the flow]
stage,end,depth (start not counted),slack [ns],start
4_1_cts,q[13],1,0.006,q[13]$_SDFF_PP0_
5_1_grt,q[27],1,-0.006,q[27]$_SDFF_PP0_
6_report,q[20],1,0.04,q[20]$_SDFF_PP0_
[final cells by class]
type	count	area share [%]
repair buffers	66	34.55
well taps	105	7.818
multi-input cells	32	11.91
clock buffers	6	4.319
flip-flops and latches	32	39.32
clock inverters	2	2.085
[power groups by stage]
stage	registers [mW]	logic, mW	clock network, mW
CTS	1.36	0.291	1.30
global route	1.37	0.289	1.35
finish	1.37	0.263	1.22
[metal layers]
layer  track usage (%)  wire (microns)
met1             4.465            1051
met2             6.993            1358
met4            0.9306              42
met3             1.954             237
met5                 0               0
[stage by stage]
stage | total power, mW | TNS (ns) | area (sq um)
2_1_floorplan | 1.430 | 0 | 863.3
3_3_place_gp | 1.707 | -2.946 | 1643
3_5_place_dp | 1.710 | -3.116 | 1643
4_1_cts | 2.948 | 0 | 1742
5_1_grt | 3.009 | -0.005803 | 1680
6_report | 2.853 | 0 | 1680
No activity file was given, so power comes from the tool's default toggle rates.
